==> design/flow/design.v <==
`timescale 1ns/1ps
`default_nettype none
module depth_fifo #(
    parameter integer p_depth = 32,
    parameter integer p_word_size = 8
) (
    input wire clk_i,
    input wire rst_n_i,
    input  reg[p_word_size - 1 : 0] data_i,
    output reg[p_word_size - 1 : 0] data_o,
    input wire write_enable_i,
    input wire read_enable_i,
    output wire read_valid_o,
    output wire full_o
);
localparam PTR_SIZE = $clog2(p_depth);
reg[PTR_SIZE - 1: 0] read_ptr, write_ptr;
reg last_op_read;
assign read_valid_o = (read_ptr != write_ptr) | ~last_op_read;
assign full_o = (write_ptr == read_ptr) & ~last_op_read;
reg[p_word_size - 1 : 0] data[p_depth];
assign data_o = data[read_ptr];
always @(posedge clk_i) begin
    if (!rst_n_i) begin
        read_ptr <= {PTR_SIZE{1'b0}};
    end else begin
        if (read_enable_i & read_valid_o)
            read_ptr <= read_ptr + 1;
    end
end
always @(posedge clk_i) begin
    if (!rst_n_i) begin
        write_ptr <= {PTR_SIZE{1'b0}};
    end else begin
        if (write_enable_i & ~full_o) begin
            write_ptr <= write_ptr + 1;
            data[write_ptr] <= data_i;
        end
    end
end
always @(posedge clk_i) begin
    if (!rst_n_i) begin
        last_op_read <= 1'b1;
    end else begin
        if (write_enable_i & ~full_o)
            last_op_read <= 1'b0;
        else if(read_enable_i & read_valid_o)
            last_op_read <= 1'b1;
    end
end
endmodule
==> design/flow/run.sh <==
#!/bin/bash
# OpenROAD 26Q1-2900-gdf79404cd8, Yosys 0.63+post, stock flow scripts
make -C /OpenROAD-flow-scripts/flow DESIGN_CONFIG=/design/flow/config.mk WORK_HOME=/design/flow/orfs finish
==> design/flow/config.mk <==
export PLATFORM = sky130hd
export DESIGN_NAME = depth_fifo
export DESIGN_NICKNAME = depth_fifo
export VERILOG_FILES = /design/flow/design.v
export SDC_FILE = /design/flow/constraint.sdc
export NUM_CORES = 4
export LEC_CHECK = 1
export CORE_UTILIZATION = 40
==> design/flow/constraint.sdc <==
current_design depth_fifo

set clk_period 6.2
set clk_io_pct 0.2

create_clock -name clk0 -period $clk_period [get_ports {clk_i}]

set non_clock_inputs [all_inputs -no_clocks]
set_input_delay [expr $clk_period * $clk_io_pct] -clock clk0 $non_clock_inputs
set_output_delay [expr $clk_period * $clk_io_pct] -clock clk0 [all_outputs]
==> impl_metrics.py <==
# Physical implementation metrics
metrics = {
    "clocking": {
        "cts_hold_buf": 0,
        "postCtsSetupRepairBufs": 0,
        "root_buffer": "clkbuf_16",
        "cts_made_buffers": 29,
        "clockBufferDepth": 3,
        "ctsResizeCount": 0,
        "cts_tree": "done",
        "clk_pin_slew_ps": 60,
        "clock_sinks": 272,
        "h-tree-depth": 1,
        "insertion_delay_ps": 530,
    },
    "synth": {
        "yosys_warnings": 2,
        "synth_area_mm2": 0.0106,
        "yosysTopAreaCell": "edfxtp_1",
        "ys_cells": 485,
        "area_leaders": "edfxtp_1 72%, mux4_2 17%, dfxtp_1 3.0%, nor2_1 0.96%, mux2_2 0.85%",
        "top_cells_by_count": "256 x edfxtp_1, 80 x mux4_2, 27 x nor2_1",
        "synth_top_flop_cell": "edfxtp_1",
        "postSynthSeqShare_pct": 75.5,
        "ys.flops": 272,
        "aoi_share_pct": 0.861,
        "yosysMostFrequentCell": "edfxtp_1",
        "avgSynthCellArea_um2": 21.9,
        "mux_share_pct": 17.8,
        "async_reset_ff_share_pct": 0,
        "top_cell_area_share_pct": 72.5,
        "simple_gate_area_share_pct": 3.20,
        "fa_ha_area_share_pct": 0.590,
        "synth.distinct_cells": 30,
        "synthCells": 485,
        "ys_sh_xor_pct": 0.743,
        "edf_count": 256,
        "synthTopLogicFamily": "multiplexers",
        "ys_chip_area_mm2": 0.0106,
    },
    "drt": {
        "avgRoutedWirePerCell_um": 24.1,
        "routed-via-count": 4883,
        "ant_nets": 0,
        "vias_per_cell": 5.46,
        "drcViolationCount": 0,
        "dr.pass1.iters": 6,
        "drtIter0Drc": 293,
        "routed_wl_um": 21600,
        "n_antenna_cell": 0,
    },
    "floorplanning": {
        "die_w_um": 165,
        "rows": 59,
        "fp_util_pct": 40.7,
        "dieArea_mm2": 0.0272,
        "die_h_um": 165,
        "core_mm2": 0.0261,
        "ioPinCount": 22,
    },
    "place": {
        "hpwl_um": 13200,
        "place_congestion": 0.800,
        "dp_slack_ps": 1970,
        "dp.cells": 843,
        "port_buffers": 21,
        "dpl_cell_area_mm2": 0.0113,
    },
    "finish": {
        "layout-drive-gt1-share_pct": 27.9,
        "logic_area_mm2": 0.00246,
        "final_cells": 895,
        "final_cell_area_mm2": 0.0122,
        "final_core_util_pct": 46.9,
        "flop_area_mm2": 0.00801,
        "n_fill_cell": 2085,
        "syn_to_final_growth_pct": 15.1,
    },
    "global_routing": {
        "busiest_layer": "met2",
        "use_met1_pct": 24.1,
        "first_global_vias": 5409,
        "grt_pass1_wl_um": 32500,
        "grtUsageMet3_pct": 14.6,
        "met2_usage_pct": 26.5,
        "antenna_found_initial": 0,
        "grt_use_total_pct": 18.5,
        "grt_max_degree": 65,
        "grt_overflow": 0,
    },
    "power_and_ir_drop": {
        "leakagePower_nw": 3.70,
        "swShare_pct": 22.1,
        "p_seq_share_pct": 48.3,
        "p_total_mw": 4.24,
        "netSwitchingPower_mw": 0.936,
        "combPwrFrac_pct": 14.3,
        "powerDensity_mw_per_mm2": 347,
        "p_int_mw": 3.31,
        "p_clk_share_pct": 37.4,
        "ir_drop_uv": 277,
    },
    "final_timing": {
        "rsz0062_at_grt": "false",
        "final_max_slew_viol_count": 0,
        "fmax_mhz": 210,
        "max_slew_margin_pct": 26.6,
        "setup_viol": 0,
        "min_period_over_period_pct": 76.7,
        "finalSetupTns_ps": 0,
        "finalHoldViolCount": 0,
        "period_needed_ps": 4750,
        "setup_slack_ps": 1450,
        "clock_skew_ps": 10.7,
        "worst_slew_pin_slew_ps": 1100,
        "holdWs_ps": 563,
    },
    "min_path": {
        "worstHoldPathType": "reg2reg",
    },
    "critical_path": {
        "cp_top_family": "multiplexers",
        "arrival_ps": 3510,
        "end_kind": "output port",
        "cp.required_ps": 4960,
        "critical_path.startpoint_type": "flop",
        "critical-path-max-stage-delay_ps": 770,
        "cp.buffers_inverters": 2,
        "path_common_cell": "mux4_2",
        "crit_fanout": 28,
        "critPathSlowestCell": "dfxtp_2",
        "crit_type": "reg2out",
        "crit_chain": "buf_4, mux4_2, mux4_2, mux2_2, clkdlybuf4s50_1",
    },
    "job": {
        "max_cap_violations": 0,
        "warnings": 28,
    },
    "outcome": {
        "outcome": "finished clean",
    },
}
-- registers in the layout, indices dropped and copies added, names as in the netlist, named ones only --
| name | cells |
|---|---|
| data | 256 |
| last_op_read | 1 |
| read_ptr | 5 |
| write_ptr | 5 |
-- cell type report --
| cell class | instances | share of cell area [%] |
|---|---|---|
| clock buffers | 35 | 6.13 |
| clock inverters | 17 | 1.10 |
| inverters | 2 | 0.0615 |
| multi-input cells | 186 | 20.2 |
| flip-flops and latches | 272 | 65.6 |
| well taps | 335 | 3.43 |
| repair buffers | 48 | 3.48 |
-- worst reg2reg max path: cells and delay by family, from the launching register on --
kind            cells  cell delay [ps]
simple gates        3             1520
flops               1              540
compound gates      1              320
xor+xnor            1              130
-- logic make-up (layout without fill, tap and decap cells) --
| kind of cell | after synthesis | in the layout |
|---|---|---|
| DFF | 272 | 272 |
| and+or+nand+nor | 70 | 70 |
| AOI/OAI and AO/OA | 14 | 14 |
| buffers and inverters | 27 | 102 |
| adders and majority gates | 5 | 5 |
| muxes | 88 | 88 |
| xor gates and xnor gates | 9 | 9 |
-- final timing paths --
path,startpoint,depth (start not counted),to,slack [ps]
max,flop,5,data_o[4],1450
min,write_ptr[1]$_SDFFE_PN0N_,2,write_ptr[1]$_SDFFE_PN0N_,560
max reg2reg,write_ptr[3]$_SDFFE_PN0N_,5,data[16][7]$_DFFE_PP_,3300
min reg2reg,write_ptr[1]$_SDFFE_PN0N_,2,write_ptr[1]$_SDFFE_PN0N_,560
-- per-layer routing --
layer  wire length (um)  part of all wire (%)  vias up
li1                   -                     -     2137
met1               7780                    36     2415
met2               9870                    46      308
met3               3590                    17       23
met4                322                   1.5        0
met5                  0                     0        -
-- power by group through the flow --
stage	Clock (mW)	Combinational [mW]	Sequential, mW
CTS	1.62	0.630	2.05
global route	1.69	0.664	2.05
finish	1.59	0.607	2.05
-- cell usage in the layout (no fill, tap or decap), drive strengths merged, types with 2 or more instances in the layout --
| cell type | n |
|---|---|
| or3 | 3 |
| nand3 | 12 |
| a21boi | 3 |
| o211ai | 2 |
| edfxtp | 256 |
| nor3 | 9 |
| dfxtp | 16 |
| ha | 5 |
| mux4 | 80 |
| nand3b | 3 |
| mux2 | 8 |
| buf | 27 |
| clkinv | 12 |
| clkdlybuf4s50 | 21 |
| and2 | 5 |
| xnor2 | 9 |
| inv | 4 |
| nor2 | 27 |
| bufinv | 2 |
| clkbuf | 35 |
| nand2 | 6 |
| o21ai | 6 |
Power and IR drop assume default switching activity.
